<file path="config.mk">
export PLATFORM = sky130hd
export DESIGN_NAME = udp_rx
export DESIGN_NICKNAME = udp_rx
export VERILOG_FILES = /design/flow/design.v
export SDC_FILE = /design/flow/constraint.sdc
export NUM_CORES = 4
export LEC_CHECK = 1
export CORE_UTILIZATION = 30
</file>
<file path="constraint.sdc">
current_design udp_rx

set clk_period 8.9
set clk_io_pct 0.2

create_clock -name clk0 -period $clk_period [get_ports {clk}]

set non_clock_inputs [all_inputs -no_clocks]
set_input_delay [expr $clk_period * $clk_io_pct] -clock clk0 $non_clock_inputs
set_output_delay [expr $clk_period * $clk_io_pct] -clock clk0 [all_outputs]
</file>
<file path="design.v">
module udp_rx #(
    parameter       BOARD_MAC   =   48'h00_11_22_33_44_55       , 
    parameter       BOARD_IP    =   {8'd192,8'd168,8'd1,8'd10}  , 
    parameter       BOARD_PORT  =   16'd1234                      
)(
    input                           clk                         , 
    input                           rst_n                       , 
    input                           gmii_rx_dv                  , 
    input           [7 : 0]         gmii_rxd                    , 
    input           [31 : 0]        crc_out                     , 
    output  reg     [7 : 0]         crc_data                    , 
    output  reg                     crc_en                      , 
    output  reg                     crc_clr                     , 
    output  reg     [1 : 0]         eth_rx_type                 , 
    output  reg                     rx_done                     , 
    output  reg     [ 7 : 0]        iudp_rx_data                , 
    output  reg                     iudp_rx_data_vld            , 
    output  reg     [15 : 0]        iudp_data_length            , 
    output  reg     [31 : 0]        data_checksum               , 
    output  reg     [7 : 0]         icmp_rx_type                , 
    output  reg     [7 : 0]         icmp_rx_code                , 
    output  reg     [15 : 0]        icmp_rx_id                  , 
    output  reg     [15 : 0]        icmp_rx_seq                 , 
    output  reg     [47 : 0]        src_mac                     , 
    output  reg     [31 : 0]        src_ip                      , 
    output  reg                     arp_rx_type                   
);
    localparam      IDLE        =   8'b0000_0001                ; 
    localparam      ETH_HEAD    =   8'b0000_0010                ; 
    localparam      IP_HEAD     =   8'b0000_0100                ; 
    localparam      IUDP_HEAD   =   8'b0000_1000                ; 
    localparam      IUDP_DATA   =   8'b0001_0000                ; 
    localparam      ARP_DATA    =   8'b0010_0000                ; 
    localparam      CRC         =   8'b0100_0000                ; 
    localparam      RX_END      =   8'b1000_0000                ; 
    localparam      IP_TPYE     =   16'h0800                    ; 
    localparam      ARP_TPYE    =   16'h0806                    ; 
    localparam      ICMP_TYPE   =   8'd01                       ; 
    localparam      UDP_TYPE    =   8'd17                       ; 
    reg                             start                       ; 
    reg                             error_flag                  ; 
    reg             [7 : 0]	        state_n                     ; 
    reg             [7 : 0]	        state_c                     ; 
    reg             [15 : 0]        cnt                         ; 
    reg             [15 : 0]        cnt_num                     ; 
    reg             [5 : 0]         ip_head_byte_num            ; 
    reg             [15 : 0]        ip_total_length             ; 
    reg             [15 : 0]        des_ip                      ; 
    reg             [7 : 0]         gmii_rxd_r      [6 : 0]     ; 
    reg             [6 : 0]         gmii_rx_dv_r                ;
    reg             [23 : 0]        des_crc                     ; 
    reg             [47 : 0]        des_mac                     ;
    reg             [15 : 0]        opcode                      ;
    reg             [47 : 0]        src_mac_t                   ;
    reg             [31 : 0]        src_ip_t                    ;
    reg             [31 : 0]        reply_checksum_add          ;
    wire       		                add_cnt                     ;
    wire       		                end_cnt                     ;
    always@(posedge clk)begin
        if(!rst_n)begin
            state_c <= IDLE;
        end
        else begin
            state_c <= state_n;
        end
    end
    always@(*)begin
        case(state_c)
            IDLE:begin
                if(start)begin 
                    state_n = ETH_HEAD;
                end
                else begin
                    state_n = state_c;
                end
            end
            ETH_HEAD:begin
                if(error_flag)begin 
                    state_n = RX_END;
                end
                else if(end_cnt)begin 
                    if(eth_rx_type == 2'd1) 
                        state_n = ARP_DATA;
                    else 
                        state_n = IP_HEAD;
                end
                else begin
                    state_n = state_c;
                end
            end
            IP_HEAD:begin
                if(error_flag)begin 
                    state_n = RX_END;
                end
                else if(end_cnt)begin 
                    state_n = IUDP_HEAD; 
                end
                else begin
                    state_n = state_c;
                end
            end
            IUDP_HEAD:begin
                if(end_cnt)begin 
                    state_n = IUDP_DATA;
                end
                else begin
                    state_n = state_c;
                end
            end
            IUDP_DATA:begin
                if(end_cnt)begin 
                    state_n = CRC;
                end
                else begin
                    state_n = state_c;
                end
            end
            ARP_DATA:begin
                if(error_flag)begin 
                    state_n = RX_END;
                end
                else if(end_cnt)begin 
                    state_n = CRC;
                end
                else begin
                    state_n = state_c;
                end
            end
            CRC:begin
                if(end_cnt)begin 
                    state_n = RX_END;
                end
                else begin
                    state_n = state_c;
                end
            end
            RX_END:begin
                if(~gmii_rx_dv)begin 
                    state_n = IDLE;
                end
                else begin
                    state_n = state_c;
                end
            end
            default:begin
                state_n = IDLE;
            end
        endcase
    end
    always@(posedge clk)begin
        gmii_rxd_r[6] <= gmii_rxd_r[5];
        gmii_rxd_r[5] <= gmii_rxd_r[4];
        gmii_rxd_r[4] <= gmii_rxd_r[3];
        gmii_rxd_r[3] <= gmii_rxd_r[2];
        gmii_rxd_r[2] <= gmii_rxd_r[1];
        gmii_rxd_r[1] <= gmii_rxd_r[0];
        gmii_rxd_r[0] <= gmii_rxd;
        gmii_rx_dv_r <= {gmii_rx_dv_r[5 : 0],gmii_rx_dv};
    end
    always@(posedge clk)begin
        if(rst_n==1'b0)begin 
            start <= 1'b0;
        end
        else if(state_c == IDLE)begin
            start <= ({gmii_rx_dv_r,gmii_rx_dv} == 8'hFF) && ({gmii_rxd,gmii_rxd_r[0],gmii_rxd_r[1],gmii_rxd_r[2],gmii_rxd_r[3],gmii_rxd_r[4],gmii_rxd_r[5],gmii_rxd_r[6]} == 64'hD5_55_55_55_55_55_55_55);
        end
    end
    always@(posedge clk)begin
        if(rst_n==1'b0)begin 
            cnt <= 0;
        end
        else if(add_cnt)begin
            if(end_cnt)
                cnt <= 0;
            else
                cnt <= cnt + 1;
        end
        else begin 
            cnt <= 0;
        end
    end
    assign add_cnt = (state_c != IDLE) && (state_c != RX_END) && gmii_rx_dv_r[0];
    assign end_cnt = add_cnt && cnt == cnt_num - 1;
    always@(posedge clk)begin
        if(rst_n==1'b0)begin 
            cnt_num <= 16'd20;
        end
        else begin
            case(state_c)
                ETH_HEAD : cnt_num <= 16'd14; 
                IP_HEAD  : cnt_num <= ip_head_byte_num; 
                IUDP_HEAD : cnt_num <= 16'd8; 
                IUDP_DATA : cnt_num <= iudp_data_length; 
                ARP_DATA  : cnt_num <= 16'd46; 
                CRC      : cnt_num <= 16'd4; 
                default: cnt_num <= 16'd20;
            endcase
        end
    end
    always@(posedge clk)begin
        if(rst_n==1'b0)begin 
            des_mac <= 48'd0;
        end
        else if((state_c == ETH_HEAD) && add_cnt && cnt < 16'd6)begin
            des_mac <= {des_mac[39:0],gmii_rxd_r[0]};
        end
    end
    always@(posedge clk)begin
        if(rst_n==1'b0)begin 
            error_flag <= 1'b0;
        end
        else if(add_cnt)begin
            case(state_c)
                ETH_HEAD : begin
                    if(cnt == 6) 
                        error_flag <= ((des_mac != BOARD_MAC) && (des_mac != 48'HFF_FF_FF_FF_FF_FF));
                    else if(cnt == 12) 
                        error_flag <= ({gmii_rxd_r[0],gmii_rxd} != IP_TPYE) && ({gmii_rxd_r[0],gmii_rxd} != ARP_TPYE);
                end
                IP_HEAD : begin
                    if(cnt == 9) 
                        error_flag <= (gmii_rxd_r[0] != UDP_TYPE) && (gmii_rxd_r[0] != ICMP_TYPE);
                    else if(cnt == 16'd18) 
                        error_flag <= ({des_ip,gmii_rxd_r[0],gmii_rxd} != BOARD_IP);
                end
                ARP_DATA : begin
                    if(cnt == 27)begin 
                        error_flag <= ((opcode != 16'd1) && (opcode != 16'd2)) || ({des_ip,gmii_rxd_r[1],gmii_rxd_r[0]} != BOARD_IP);
                    end
                end
                IUDP_DATA : begin
                    if((cnt == 3) && (eth_rx_type == 2'd3))begin 
                        error_flag <= ({gmii_rxd_r[1],gmii_rxd_r[0]} != BOARD_PORT);
                    end
                end
                default: error_flag <= 1'b0;
            endcase
        end
        else begin
            error_flag <= 1'b0;
        end
    end
    always@(posedge clk)begin
        if(rst_n==1'b0)begin 
            eth_rx_type <= 2'd0;
        end 
        else if(state_c == ETH_HEAD && add_cnt && cnt == 12)begin
            if({gmii_rxd_r[0],gmii_rxd} == ARP_TPYE)begin
                eth_rx_type <= 1;
            end
            else begin
                eth_rx_type <= 0;
            end
        end
        else if(state_c == IP_HEAD && add_cnt && cnt == 9)begin
            if(gmii_rxd_r[0] == UDP_TYPE) 
                eth_rx_type <= 3;
            else if(gmii_rxd_r[0] == ICMP_TYPE) 
                eth_rx_type <= 2;
        end
    end
    always@(posedge clk)begin
        if(rst_n==1'b0)begin 
            ip_head_byte_num <= 6'd20;
            ip_total_length <= 16'd28;
            des_ip <= 16'd0;
            iudp_data_length <= 16'd0;
            opcode <= 16'd0; 
            src_mac_t <= 48'd0; 
            src_ip_t <= 32'd0; 
        end
        else if(state_c == IP_HEAD && add_cnt)begin
            case(cnt)
                16'd0 : ip_head_byte_num <= {gmii_rxd_r[0][3:0],2'd0}; 
                16'd3 : ip_total_length <= {gmii_rxd_r[1],gmii_rxd_r[0]}; 
                16'd4 : iudp_data_length <= ip_total_length - ip_head_byte_num - 8; 
                16'd17: des_ip <= {gmii_rxd_r[1],gmii_rxd_r[0]}; 
                default: ;
            endcase
        end
        else if(state_c == ARP_DATA && add_cnt)begin
            case(cnt)
                16'd7 : opcode <= {gmii_rxd_r[1],gmii_rxd_r[0]}; 
                16'd13 : src_mac_t <= {gmii_rxd_r[5],gmii_rxd_r[4],gmii_rxd_r[3],gmii_rxd_r[2],gmii_rxd_r[1],gmii_rxd_r[0]}; 
                16'd17 : src_ip_t <= {gmii_rxd_r[3],gmii_rxd_r[2],gmii_rxd_r[1],gmii_rxd_r[0]}; 
                16'd25 : des_ip <= {gmii_rxd_r[1],gmii_rxd_r[0]}; 
                default: ;
            endcase
        end
    end
    always@(posedge clk)begin
        if(rst_n==1'b0)begin 
            icmp_rx_type <= 8'd0; 
            icmp_rx_code <= 8'd0; 
            icmp_rx_id <= 16'd0; 
            icmp_rx_seq <= 16'd0; 
        end
        else if(state_c == IUDP_HEAD && add_cnt)begin
            if(eth_rx_type == 2'd2) 
                case(cnt)
                    16'd0 : icmp_rx_type <= gmii_rxd_r[0]; 
                    16'd1 : icmp_rx_code <= gmii_rxd_r[0]; 
                    16'd5 : icmp_rx_id <= {gmii_rxd_r[1],gmii_rxd_r[0]}; 
                    16'd7 : icmp_rx_seq <= {gmii_rxd_r[1],gmii_rxd_r[0]}; 
                    default: ;
                endcase
        end
    end
    always@(posedge clk)begin
        iudp_rx_data <= (state_c == IUDP_DATA) ? gmii_rxd_r[0] : iudp_rx_data; 
        iudp_rx_data_vld <= (state_c == IUDP_DATA); 
    end
    always@(posedge clk)begin
        crc_data <= gmii_rxd_r[0]; 
        crc_clr <= (state_c == IDLE); 
        crc_en <= (state_c != IDLE) && (state_c != RX_END) && (state_c != CRC); 
    end
    always@(posedge clk)begin
        if(rst_n==1'b0)begin 
            des_crc <= 24'hff_ff_ff;
        end
        else if(add_cnt && state_c == CRC)begin 
            des_crc <= {gmii_rxd_r[0],des_crc[23:8]};
        end
    end
    always@(posedge clk)begin
        if(rst_n==1'b0)begin 
            reply_checksum_add <= 32'd0;
        end
        else if(state_c == RX_END)begin 
            reply_checksum_add <= 32'd0;
        end
        else if(state_c == IUDP_DATA && add_cnt && eth_rx_type == 2'd2)begin
            if(end_cnt && iudp_data_length[0])begin 
                reply_checksum_add <= reply_checksum_add + {8'd0,gmii_rxd_r[0]};
            end
            else if(cnt[0]) 
                reply_checksum_add <= reply_checksum_add + {gmii_rxd_r[1],gmii_rxd_r[0]};
        end
    end
    always@(posedge clk)begin
        if(rst_n==1'b0)begin 
            rx_done <= 1'b0; 
            src_mac <= 48'd0; 
            src_ip <= 32'd0; 
            arp_rx_type <= 1'b0;
            data_checksum <= 32'd0; 
        end 
        else if(state_c == CRC && end_cnt && ({gmii_rxd_r[0],des_crc[23:0]} == crc_out))begin 
            if(eth_rx_type == 2'd1)begin 
                src_mac <= src_mac_t; 
                src_ip <= src_ip_t; 
                arp_rx_type <= (opcode == 16'd1) ? 1'b0 : 1'b1; 
            end
            else begin 
                data_checksum <= (eth_rx_type == 2'd2) ? reply_checksum_add : data_checksum; 
            end
            rx_done <= 1'b1; 
        end
        else begin
            rx_done <= 1'b0;
        end
    end
endmodule
</file>
<file path="run.sh">
#!/bin/bash
# OpenROAD 26Q1-2900-gdf79404cd8, Yosys 0.63+post, stock flow scripts
make -C /OpenROAD-flow-scripts/flow DESIGN_CONFIG=/design/flow/config.mk WORK_HOME=/design/flow/orfs finish
</file>
==> notes.org <==
* Flow results

** Synth
- Warnings reported by Yosys during synthesis add up to 2.
- Ranked by total cell area, the synthesized netlist is headed by sky130_fd_sc_hd__dfxtp_1, sky130_fd_sc_hd__nand2_1, sky130_fd_sc_hd__a21oi_1, sky130_fd_sc_hd__mux2i_1, sky130_fd_sc_hd__nor2_1.
- The synthesized design contains 8 enable-type register cells.
- By count the netlist is led by sky130_fd_sc_hd__nand2_1, sky130_fd_sc_hd__dfxtp_1, sky130_fd_sc_hd__a21oi_1.
- Main flop type after synthesis :: sky130_fd_sc_hd__dfxtp_1
- Sequential fraction of the synthesis area :: 51.7%
- Share of flip-flops with an asynchronous set or reset after synthesis :: 0%
- Looking at the gate-level netlist, the highest instance count belongs to sky130_fd_sc_hd__nand2_1.
- Number of storage elements in the synthesis netlist :: 532
- The synth_stat.txt file lists the number of cells as 2451.
- Area share of the largest cell type after synthesis :: 50.5%
- For this run, the chip area from Yosys synthesis comes to 0.0208 sq mm.
- A synthesized cell averages 8.47 sq um.
- Number of cells produced by synthesis :: 2451
- The netlist uses 65 different library cells.
- Post-synthesis instance area :: 0.0208 sq mm
- Library cell occupying the most area in the post-synthesis netlist :: sky130_fd_sc_hd__dfxtp_1

** Worst setup path
- Crit path DRT :: 9.38 ns
- Kind of launch point of the worst setup path :: flop
- Worst r2r path cells :: 19
- The worst setup path is captured at a flop.
- Cell breakdown of the critical path :: inv_1 -> ha_1 -> nor3b_1 -> nand4b_1 -> a211oi_1 -> o2111ai_1 -> nor3_2 -> buf_4 -> nand2_1 -> and2_1 -> ha_1 -> and3_1 -> a221o_1 -> a2111oi_0 -> o31ai_1 -> a21oi_1 -> a21o_1 -> nor4_1 -> mux2i_1
- Worst EP arrival :: 6.22 ns
- Slowest cell on crit path :: sky130_fd_sc_hd__a2111oi_0
- Biggest fanout along the worst timing path :: 14
- Delay of the slowest critical-path stage :: 0.74 ns
- Cell repeated most along the worst path :: sky130_fd_sc_hd__ha_1
- Critical path class :: reg2reg

** CTS
- CTS Sinks :: 532
- Clock-pin slew of the registers on the worst-case setup and hold paths :: 0.06 ns
- The H-tree was split into 2 levels.
- TritonCTS built the clock tree.
- Per the CTS log, the buffer count on the longest clock path is 3.
- Buffers inserted to repair hold after CTS numbered 0.
- For the worst-skew pair, the clock arrives at the later sink with an insertion delay of 0.63 ns.
- The tree is rooted in a sky130_fd_sc_hd__clkbuf_16.
- Postcts setup bufs :: 0
- CTS Buf Count :: 57
- Post-CTS repair changed the size of 0 cells.

** Routing
- Number of antenna-violating nets in the routed design :: 0
- Number of iterations in the first detailed-routing pass :: 5
- Post-DR wirelength/cell :: 17.7 um
- The detailed router reported a total wirelength of 63800 um.
- The script parses the final routing iteration and logs DRC violations as 0.
- The repair_antennas step left the layout with diodes totalling 0.
- Summing over every cut layer, the via total after detailed routing is 17.3k.
- The violation tally recorded at the end of detailed-routing iteration 0 is 1171.
- For this run, the detailed router reports a per-instance via density of 4.80.

** STA
- Adding up every negative setup slack in the final design gives 0 ns.
- Hold Violations, Final :: 0
- Hold is met by 0.350 ns.
- Setup repair after global routing left no endpoint under its margin.
- Highest achievable clock rate :: 174 MHz
- Max-slew check failures listed in the final report amount to 0.
- The final timing report derives a shortest allowable period of 5.74 ns.
- Setup-violating endpoint count in the final report :: 0
- Across the routed clock network, the largest skew measured is 0.0421 ns.
- Normalized max-slew margin :: 37.3%
- Post-layout period usage of the worst path :: 64.5%
- The transition time recorded at the tightest slew-check pin is 0.934 ns.

** Floorplan
- Die width :: 265 um
- Height of the chip :: 265 um
- Total die area :: 0.0702 sq mm
- Floorplan Utilization :: 30.3%
- According to the floorplan log, the row count is 96.
- After floorplanning, the core was sized to cover 0.0686 sq mm.
- I/O pins :: 242

** Final layout
- From synthesis to final layout, the design area changed by 25.7%.
- Fraction of final layout cells with drive strength greater than 1 :: 5.86%

** Hold path
- The worst hold path was traced through 0 stages.
- The most critical min-delay path falls under reg2reg.

** Placement
- After legalization and detailed placement, the total HPWL measured 41400 um.
- The buffer_ports step reported a buffer count of 241.
- The placement summary gives the final routability congestion estimate as 0.898.

** Power and ir drop
- For this design the ratio of total power to cell area is 196 mW/mm^2.
- The worst-case IR drop observed on VDD is 0.000151 V.
- Pwr Total :: 5.12 mW
- In this run the static leakage power is 9.34 nW.

** Global route
- The total overflow left after global routing is 0.
- Largest net degree at the start of global routing :: 141
- Tot GR Track Use :: 18.3%
- Number of global-route vias before repair :: 16.1k
- The initial antenna violation count was 3.
- The first global-routing pass estimated 97000 um of wire.

** Run
- The tool flagged a number of max-cap violations equal to 0.
- Across all stage logs, warnings added up to 30.

** Status
- Result of the run :: finished clean
[critical path, delay by kind of cell, from the launching register on]
| family | cells | cell delay [ns] |
|---|---|---|
| and+or+nand+nor | 7 | 1.77 |
| AOI/OAI and AO/OA | 7 | 2.54 |
| buffers and inverters | 2 | 0.29 |
| adders and majority gates | 2 | 0.50 |
| DFF | 1 | 0.35 |
| muxes | 1 | 0.15 |
[sequential cells by signal, summed over array words and instances, names as in the netlist, 16 cells and up]
register and cells:
des_mac 48, gmii_rxd_r 48, src_mac 48, src_mac_t 48, data_checksum 32, reply_checksum_add 32, src_ip 32, src_ip_t 32
des_crc 24, cnt 16, cnt_num 16, des_ip 16, icmp_rx_id 16, icmp_rx_seq 16, ip_total_length 16, iudp_data_length 16
opcode 16
[kinds of logic (layout without fill, tap and decap cells)]
logic type	after synthesis	in the layout	synth area share, %
and+or+nand+nor	1093	1093	23.3
DFF	532	532	51.7
AOI/OAI and AO/OA	424	424	11.5
buffers and inverters	198	424	3.75
muxes	87	87	4.20
xor gates and xnor gates	86	86	3.63
adders and majority gates	31	31	1.90
[cell type report]
| class | instances | area, sq um |
|---|---|---|
| clock inverters | 24 | 423 |
| repair buffers | 283 | 2740 |
| inverters | 36 | 143 |
| multi-input cells | 1721 | 9270 |
| clock buffers | 81 | 1640 |
| flip-flops and latches | 532 | 10700 |
| well taps | 931 | 1160 |
| fillers | 6864 | 42500 |
[worst paths after layout]
check                                     start                      to  slack (ns)
worst max-delay path                 cnt_num[0]  reply_checksum_add[25]        3.16
worst min-delay path            gmii_rx_dv_r[2]         gmii_rx_dv_r[3]        0.35
worst max register to register       cnt_num[0]  reply_checksum_add[25]        3.16
worst min register to register  gmii_rx_dv_r[2]         gmii_rx_dv_r[3]        0.35
[metal layers]
layer	share of wire (%)	vias up	track usage, %
met1	45	8094	26.5
met5	0.049	-	0
met3	7.1	84	4.66
li1	-	8675	-
met4	2.0	6	3.33
met2	46	455	28.5
[through the flow]
step / cell area [sq um] / worst slack [ns] / instances / utilization [%]
after floorplan: 20800 / 3.94 / 2451 / -
after global placement: 24000 / 3.43 / 3503 / 35.1
after detailed placement: 24000 / 3.36 / 3503 / 35.1
after CTS: 26100 / 3.31 / 3608 / 38.1
after global routing: 26100 / 2.63 / 3608 / 38.1
final: 26100 / 3.16 / 3608 / 38.1
[cell usage in the layout (no fill, tap or decap), types with 30 or more instances in the layout]
master	count
sky130_fd_sc_hd__nand4_1	38
sky130_fd_sc_hd__nand3_1	52
sky130_fd_sc_hd__xor2_1	57
sky130_fd_sc_hd__nor4_1	39
sky130_fd_sc_hd__buf_4	41
sky130_fd_sc_hd__ha_1	30
sky130_fd_sc_hd__clkdlybuf4s50_1	240
sky130_fd_sc_hd__inv_1	35
sky130_fd_sc_hd__mux2i_1	87
sky130_fd_sc_hd__dfxtp_1	524
sky130_fd_sc_hd__a21oi_1	313
sky130_fd_sc_hd__clkbuf_16	58
sky130_fd_sc_hd__nand2_1	649
sky130_fd_sc_hd__nor2_1	165
[power by group]
part	total (mW)	leakage, nW	internal (mW)	switching [mW]
clock network	2.57	1.00	1.55	1.02
logic	0.133	4.02	0.0421	0.0913
registers	2.42	4.32	2.40	0.0148
Power figures rest on the tool's default switching activity, not on a simulated workload.
